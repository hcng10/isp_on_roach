==> ./design.v <==
module BgNoiseCalc(
    input [127:0] PeriodData,
    input [255:0] CurNoise,
    output reg [255:0] UpdatedNoise
);
reg signed [7:0] Data [15:0];
reg signed [15:0] CurBgData [15:0];
integer i;
always @(*) begin
    for(i=0;i<16;i=i+1) begin
        Data[i] = PeriodData[8*i +: 8];
        CurBgData[i] = CurNoise[16*i +: 16];
    end
    for(i=0;i<16;i=i+1) begin
        UpdatedNoise[16*i +: 16] = Data[i] + CurBgData[i];
    end
end
endmodule
module LineAbsSumCalc(
    input [127:0] PeriodData,
    input signed [31:0] CurAbsSum,
    output reg signed [31:0] UpdatedAbsSum
);
reg signed [31:0] AccTreeL1 [7:0];
reg signed [31:0] AccTreeL2 [3:0];
reg signed [31:0] AccTreeL3 [1:0];
reg signed [31:0] AccTreeResult;
reg signed [7:0] Data [15:0];
integer i;
always @(*) begin
    for(i=0;i<16;i=i+1) begin
       Data[i] = PeriodData[8*i +: 8];
    end
    for (i=0;i<8;i=i+1) begin
        AccTreeL1[i]=(Data[2*i]>0?Data[2*i]:-Data[2*i])+
                     (Data[2*i+1]>0?Data[2*i+1]:-Data[2*i+1]);
    end
    for (i=0;i<4;i=i+1) begin
        AccTreeL2[i]=AccTreeL1[2*i]+AccTreeL1[2*i+1];
    end
    for (i=0;i<2;i=i+1) begin
        AccTreeL3[i]=AccTreeL2[2*i]+AccTreeL2[2*i+1];
    end
    AccTreeResult=AccTreeL3[0]+AccTreeL3[1];
    UpdatedAbsSum=(CurAbsSum>0?CurAbsSum:-CurAbsSum)+AccTreeResult;
end
endmodule
module PeriodAbsSumCalc(
    input [127:0] PeriodData,
    output reg signed [31:0] AbsSum
);
reg signed [31:0] AccTreeL1 [7:0];
reg signed [31:0] AccTreeL2 [3:0];
reg signed [31:0] AccTreeL3 [1:0];
reg signed [7:0] Data [15:0];
integer i;
always @(*) begin
    for(i=0;i<16;i=i+1) begin
       Data[i] = PeriodData[8*i +: 8];
    end
    for (i=0;i<8;i=i+1) begin
        AccTreeL1[i]=(Data[2*i]>0?Data[2*i]:-Data[2*i])+
                     (Data[2*i+1]>0?Data[2*i+1]:-Data[2*i+1]);
    end
    for (i=0;i<4;i=i+1) begin
        AccTreeL2[i]=AccTreeL1[2*i]+AccTreeL1[2*i+1];
    end
    for (i=0;i<2;i=i+1) begin
        AccTreeL3[i]=AccTreeL2[2*i]+AccTreeL2[2*i+1];
    end
    AbsSum=AccTreeL3[0]+AccTreeL3[1];
end
endmodule
module RemoveNoise(
    input [127:0] PeriodData,
    input [255:0] BgNoise,
    output reg [127:0] DataNoNoise
);
reg signed [7:0] PeriodDataSlice [15:0];
reg signed [15:0] BgNoiseSlice [15:0];
integer i;
always @(*) begin
    for(i=0;i<16;i=i+1) begin
        PeriodDataSlice[i] = PeriodData[8*i +: 8];
        BgNoiseSlice[i] = BgNoise[16*i +: 16];
    end
    for(i=0;i<16;i=i+1) begin
        DataNoNoise[8*i +: 8] = PeriodDataSlice[i] - BgNoiseSlice[i];
    end
end
endmodule
module WindowSumCalc(
    input [255:0] windowdata,
    output reg signed [31:0] windowsum
);
reg signed [31:0] AccTreeL1 [7:0];
reg signed [31:0] AccTreeL2 [3:0];
reg signed [31:0] AccTreeL3 [1:0];
integer i;
always @(*) begin
    for(i=0;i<8;i=i+1) begin
        AccTreeL1[i] = windowdata[32*i +: 32];
    end
    for (i=0;i<4;i=i+1) begin
        AccTreeL2[i]=AccTreeL1[2*i]+AccTreeL1[2*i+1];
    end
    for (i=0;i<2;i=i+1) begin
        AccTreeL3[i]=AccTreeL2[2*i]+AccTreeL2[2*i+1];
    end
    windowsum=AccTreeL3[1]+AccTreeL3[0];
end
endmodule
`timescale 1ns / 1ps
module detectobj(
    input clk,
    input ce,
    input [127:0] rddata,
    input rdempty,
    input reset,
    output reg rdfifo=1'd0,
    output reg writedata=1'd0,
    output reg writesize=1'd0,
    output reg [127:0] detectdata,
    output reg [31:0] detectsize,
    output wire signed [31:0] windowsum,
    output wire signed [31:0] bgabssumoutput,
    output wire [7:0] abovebgtimesoutput,
    output wire [7:0] belowinobjtimesoutput,
    output wire [4:0] stateoutput,
    output wire [7:0] periodcounteroutput,
    output wire [7:0] linecounteroutput
    );
localparam BgWait=0, BgRead=1, BgCompute=2;
localparam InitWait=3, InitRead=4, InitBgRm=5, InitCompute=6;
localparam OutObjWait=7, OutObjRead=8, OutObjBgRm=9, OutObjCompute=10, OutObjJudge=11;
localparam InObjWait=12, InObjRead=13, InObjBgRm=14, InObjCompute=15, InObjJudge=16;
reg[4:0] state;
parameter PeriodNum=8'd21;
reg[7:0] PeriodCounter=8'd0;
reg [127:0] PeriodData;
reg signed [15:0] BgNoise [335:0];
reg [255:0] CurNoise;
wire [255:0] UpdatedNoise;
BgNoiseCalc bgnoise(PeriodData,CurNoise,UpdatedNoise);
wire [127:0] DataNoNoise;
reg [255:0] PeriodNoise;
RemoveNoise removenoise(PeriodData,PeriodNoise,DataNoNoise);
reg signed [31:0] BgAbsSum;
reg signed [31:0] CurAbsSum;
wire signed [31:0] UpdatedAbsSum;
LineAbsSumCalc lineabssum(DataNoNoise,CurAbsSum,UpdatedAbsSum);
wire signed [31:0] PeriodAbsSum;
PeriodAbsSumCalc periodabssum(DataNoNoise,PeriodAbsSum);
reg signed [31:0] AbsError;
reg signed [31:0] AbsErrThres=1000;
reg [7:0] AboveBgTimes=8'd0;
reg [7:0] OutObjTimesThres=8'd3;
reg [7:0] BelowInObjTimes=8'd0;
reg [7:0] InObjTimesThres=8'd3;
reg signed [31:0] LineAbsSum [7:0];
WindowSumCalc WindowSum(
    {   LineAbsSum[7],
        LineAbsSum[6],
        LineAbsSum[5],
        LineAbsSum[4],
        LineAbsSum[3],
        LineAbsSum[2],
        LineAbsSum[1],
        LineAbsSum[0]},
    windowsum
);
parameter InitLineNum=16'd8;
parameter BgLineNum=16'd8;
reg [31:0] LineCounter=31'd0;
assign stateoutput=state;
assign periodcounteroutput=PeriodCounter;
assign linecounteroutput=LineCounter;
assign bgabssumoutput=BgAbsSum;
assign abovebgtimesoutput=AboveBgTimes;
assign belowinobjtimesoutput=BelowInObjTimes;
integer i;
always @(posedge clk or negedge reset) begin
    if (~reset) begin
        state <= BgWait;
    end
    else begin
        case (state)
            BgWait:begin
                if (LineCounter>=BgLineNum) begin
                    for(i=0;i<336;i=i+1) begin
                        BgNoise[i] <= BgNoise[i]/BgLineNum;
                    end
                    LineCounter<=0;
                    state <= InitWait;
                end
                else begin
                    if (rdempty== 1'b1) begin
                        state<=BgWait;
                    end
                    else begin
                        rdfifo <= 1'd1;
                        PeriodCounter<= PeriodCounter+16'd1;
                        state <= BgRead;
                    end
                end
            end
            BgRead:begin
                rdfifo<=1'd0;
                PeriodData<=rddata;
                if(LineCounter == 1) begin
                    for(i=0;i<16;i=i+1) begin
                        CurNoise[16*i +: 16] <= 0;
                    end
                end
                else begin
                    for(i=0;i<16;i=i+1) begin
                        CurNoise[16*i +: 16] <= BgNoise[(PeriodCounter-1)*16+i];
                    end
                end
                state<=BgCompute;
            end
            BgCompute:begin
                for(i=0;i<16;i=i+1) begin
                    BgNoise[(PeriodCounter-1)*16+i] <= UpdatedNoise[16*i +: 16];
                end
                if(PeriodCounter==PeriodNum) begin
                    PeriodCounter <= 0;
                    LineCounter<=LineCounter+1;
                end
                state<=BgWait;
            end
            InitWait:begin
                if (LineCounter>=InitLineNum) begin
                    BgAbsSum <= windowsum;
                    LineCounter<=0;
                    state <= OutObjWait;
                end
                else begin
                    if (rdempty== 1'b1) begin
                        state<=InitWait;
                    end
                    else begin
                        rdfifo <= 1'd1;
                        PeriodCounter<= PeriodCounter+16'd1;
                        state <= InitRead;
                    end
                end
            end
            InitRead:begin
                rdfifo<=1'd0;
                PeriodData<=rddata;
                for(i=0;i<16;i=i+1) begin
                    PeriodNoise[16*i +: 16] <= BgNoise[(PeriodCounter-1)*16+i];
                end
                state<=InitBgRm;
            end
            InitBgRm:begin
                if(PeriodCounter==1) begin
                    CurAbsSum <= 0;
                end
                else begin
                    CurAbsSum <= LineAbsSum[LineCounter[2:0]];
                end
                state<=InitCompute;
            end
            InitCompute:begin
                LineAbsSum[LineCounter[2:0]] <= UpdatedAbsSum;
                if(PeriodCounter==PeriodNum) begin
                    PeriodCounter <= 0;
                    LineCounter<=LineCounter+1;
                end
                state <= InitWait;
            end
            OutObjWait:begin
                writesize <= 0;
                if (AboveBgTimes>=OutObjTimesThres) begin
                    LineCounter <= 0;
                    state<=InObjWait;
                end
                else begin
                    if (rdempty== 1'b1) begin
                        state<=OutObjWait;
                    end
                    else begin
                        rdfifo<=1'd1;
                        PeriodCounter<= PeriodCounter+16'd1;
                        state<=OutObjRead;
                    end
                end
            end
            OutObjRead:begin
                rdfifo<=1'd0;
                PeriodData<=rddata;
                for(i=0;i<16;i=i+1) begin
                    PeriodNoise[16*i +: 16] <= BgNoise[(PeriodCounter-1)*16+i];
                end
                state<=OutObjBgRm;
            end
            OutObjBgRm:begin
                if(PeriodCounter==1) begin
                    CurAbsSum <= 0;
                end
                else begin
                    CurAbsSum <= LineAbsSum[LineCounter[2:0]];
                end
                state<=OutObjCompute;
            end
            OutObjCompute:begin
                LineAbsSum[LineCounter[2:0]] <= UpdatedAbsSum;
                if(PeriodCounter==PeriodNum) begin
                    PeriodCounter <= 0;
                    LineCounter<=LineCounter+1;
                    state <= OutObjJudge;
                end
                else begin
                    state<=OutObjWait;
                end
            end
            OutObjJudge:begin
                if(windowsum-BgAbsSum>AbsErrThres) begin
                    AboveBgTimes <= AboveBgTimes+1;
                end
                state<=OutObjWait;
            end
            InObjWait:begin
                if (BelowInObjTimes>=InObjTimesThres) begin
                    detectsize <= LineCounter;
                    writesize <= 1;
                    LineCounter <= 0;
                    state<=OutObjWait;
                end
                else begin
                    if (rdempty== 1'b1) begin
                        state<=InObjWait;
                    end
                    else begin
                        rdfifo<=1'd1;
                        PeriodCounter<= PeriodCounter+16'd1;
                        state<=InObjRead;
                    end
                end
            end
            InObjRead:begin
                rdfifo<=1'd0;
                PeriodData<=rddata;
                for(i=0;i<16;i=i+1) begin
                    PeriodNoise[16*i +: 16] <= BgNoise[(PeriodCounter-1)*16+i];
                end
                state<=InObjBgRm;
            end
            InObjBgRm:begin
                detectdata <= DataNoNoise;
                writedata <= 1;
                if(PeriodCounter==1) begin
                    CurAbsSum <= 0;
                end
                else begin
                    CurAbsSum <= LineAbsSum[LineCounter[2:0]];
                end
                state<=InObjCompute;
            end
            InObjCompute:begin
                writedata <= 0;
                LineAbsSum[LineCounter[2:0]] <= UpdatedAbsSum;
                if(PeriodCounter==PeriodNum) begin
                    PeriodCounter <= 0;
                    LineCounter<=LineCounter+1;
                    state <= InObjJudge;
                end
                else begin
                    state<=InObjWait;
                end
            end
            InObjJudge:begin
                if(windowsum-BgAbsSum<AbsErrThres) begin
                    BelowInObjTimes <= BelowInObjTimes+1;
                end
                state<=InObjWait;
            end
            default:state<=BgWait;
        endcase
    end
end
endmodule
==> ./run.sh <==
#!/bin/bash
# OpenROAD 26Q1-2900-gdf79404cd8, Yosys 0.63+post, stock flow scripts
make -C /OpenROAD-flow-scripts/flow DESIGN_CONFIG=/design/flow/config.mk WORK_HOME=/design/flow/orfs finish
==> ./config.mk <==
export PLATFORM = sky130hd
export DESIGN_NAME = detectobj
export DESIGN_NICKNAME = detectobj
export VERILOG_FILES = /design/flow/design.v
export SDC_FILE = /design/flow/constraint.sdc
export NUM_CORES = 4
export LEC_CHECK = 1
export CORE_UTILIZATION = 30
==> ./constraint.sdc <==
current_design detectobj

set clk_period 369.8
set clk_io_pct 0.2

create_clock -name clk0 -period $clk_period [get_ports {clk}]

set non_clock_inputs [all_inputs -no_clocks]
set_input_delay [expr $clk_period * $clk_io_pct] -clock clk0 $non_clock_inputs
set_output_delay [expr $clk_period * $clk_io_pct] -clock clk0 [all_outputs]
==> run notes <==
yosys + openroad results -> max cap viols=0, Cell Area, Synth=0.3426 mm², placed cell count=46234, first-pass GRT wire length=2501000 µm, Post-Syn Instances=32059, total wire length=1899000 µm, Slew @ Worst Pin=1.454 ns, Synth warnings=23, Final TNS setup=0 ns, Iter 0 DRT Violations=39762, Critical Path AT=8.24 ns, hold_ws=0.4864 ns, syn avg cell area=10.69 µm², critical path fanouts, max=3, met2 Usage GRT=42.62%, area delta synth->final=14.80%, width of the die=1071 µm, via count=288303, Yosys chip area=0.3426 mm², Synth cell types=93, Required @ worst endpoint=295.84 ns, min cycle time layout=82.20 ns, Max Clk Rate=0.01216 GHz, layout cells sized above 1=10.62%, Post-Layout Cell Count=47775, Placement Cell Area=0.3688 mm², ys flop type=edfxtp_1, antenna violations before repair=152, CTS clk-pin slew, worst paths=0.06 ns, Fillers=111294, DP Wirelength=1369000 µm, Post-synth seq share=56.37%, Remaining DRCs=0, DIE AREA=1.146 mm², RD Place Congestion=1.080, post-CTS setup buffer count=0, final worst setup slack=287.60 ns, vias in the first global route=280119, met3 Use GR=28.04%, CTS tree=done, CORE AREA=1.139 mm², area leader, netlist=edfxtp_1, Clock Tree Buf Depth=5, Critical Path End Type=primary output, # H-tree levels=6, max-slew violations=0, DIE HEIGHT=1071 µm, largest net degree at the start of global routing=205, drt first pass iters=13, routed vias/inst=6.035, routed len/inst=39.75 µm, layer with the highest usage=met2, Largest type area fraction=56.34%, Place WS=288.53 ns, Log Warnings=100, final core occ=34.53%, design area=0.3933 mm², met1 global-route usage=39.19%, Worst Setup Start Kind=flop, Core Rows=392, Layout Skew=0.1459 ns, top cells, area=edfxtp_1 (56%), a21oi_1 (6.1%), o21ai_0 (4.8%), Overall Global Routing Usage=33.91%, post-cts gate resize count=0, num ports=396, IO Port Bufs=394, outcome=completed, hold bufs inserted after CTS=0, Synth flops=6432, cycle use final=22.23%, ys async rst share=0.07774%, normalized max-slew margin=2.025%, Root Buffer=clkbuf_16, clk latency of the worst-skew pair=1.18 ns, crit path kind=reg -> out, CTS Buf Count=731, RSZ-0062 raised after global routing=false, Top Layout Cells=edfxtp_1 (6427), nand2_1 (4276), a21oi_1 (4133), endpoints failing hold=0, antenna violation net count after detailed routing=0, Post-synth EDFFs=6427, most frequent logic cell in the layout=edfxtp_1, cell count in the Yosys report=32059, fp_density=30.08%, Clock Sinks=6432, Min-Delay Path Class=reg -> reg, Setup Viol. Count Final=0, GRT overflow=0
==> flip-flops by register name (all words and copies together), names as in the netlist <==
| signal | count |
|---|---|
| AboveBgTimes | 8 |
| BelowInObjTimes | 8 |
| BgAbsSum | 32 |
| BgNoise | 5376 |
| CurAbsSum | 32 |
| CurNoise | 256 |
| LineAbsSum | 256 |
| LineCounter | 32 |
| PeriodCounter | 8 |
| PeriodData | 128 |
| PeriodNoise | 128 |
| detectdata | 128 |
| detectsize | 32 |
| rdfifo | 1 |
| state | 5 |
| writedata | 1 |
| writesize | 1 |
==> critical path, stage by stage, from the launching register on <==
cell,delay [ns]
edfxtp_1,0.42
fa_1,0.55
inv_1,0.06
fa_1,0.51
fa_1,0.52
fa_1,0.55
inv_1,0.05
ha_1,0.35
o21ai_0,0.21
a2111oi_0,0.78
a2111oi_0,0.27
a211oi_1,0.77
a31oi_1,0.33
nor3b_1,0.24
a21oi_1,0.15
xor2_1,0.65
buf_4,0.27
clkdlybuf4s50_1,0.47
==> worst paths after layout <==
path,from,to,slack [ns],cells after the start
max,LineAbsSum[0][7]$_DFFE_PP_,windowsum[27],287.60,17
min,BgNoise[184][4]$_DFFE_PP_,BgNoise[184][1]$_DFFE_PP_,0.49,1
max reg2reg,PeriodData[104]$_DFFE_PP_,LineAbsSum[0][26]$_DFFE_PP_,358.31,34
min reg2reg,BgNoise[184][4]$_DFFE_PP_,BgNoise[184][1]$_DFFE_PP_,0.49,1
max in group asynchronous,reset,state[1]$_DFF_PN0_,296.34,2
min in group asynchronous,reset,state[2]$_DFF_PN0_,73.23,2
==> layout make-up <==
cell class              instances  area [µm²]  area share, %
inverters                    1032        3874         0.9850
flip-flops and latches       6432      193100          49.10
clock inverters               454        4856          1.235
diodes                        227       568.0         0.1444
well taps                   15169       18980          4.826
repair buffers               2136       17630          4.484
clock buffers                 860       19030          4.839
multi-input cells           21465      135200          34.38
==> kinds of logic after synthesis <==
kind of cell / count (synthesis) / synth area share (%)
compound gates: 11907 / 21.46
simple gates: 7498 / 9.386
flops: 6432 / 56.37
buf+inv: 4210 / 4.725
fa+ha+maj: 1233 / 5.893
xor+xnor: 548 / 1.409
mux: 229 / 0.7495
other cells: 2 / 0.002192
==> synth_stat cells, types with 303 or more instances <==
| master | count |
|---|---|
| a21o_1 | 902 |
| a211oi_1 | 338 |
| inv_1 | 1028 |
| nor2_1 | 1519 |
| ha_1 | 599 |
| o21ai_0 | 3281 |
| a22oi_1 | 866 |
| a222oi_1 | 948 |
| xnor2_1 | 376 |
| nand3_1 | 303 |
| nand4_1 | 418 |
| buf_1 | 364 |
| fa_1 | 634 |
| nand2_1 | 4280 |
| clkbuf_1 | 2546 |
| a31oi_1 | 331 |
| a21oi_1 | 4155 |
| edfxtp_1 | 6427 |
==> routing by layer <==
metal / vias up / share of wire [%]
met5: - / 0.92
met3: 4176 / 20
met4: 336 / 7.2
met2: 25350 / 39
li1: 119440 / -
met1: 139001 / 33
